==> ./config.mk <==
export PLATFORM = sky130hd
export DESIGN_NAME = morv_top
export DESIGN_NICKNAME = morv_top
export VERILOG_FILES = /design/flow/design.v
export SDC_FILE = /design/flow/constraint.sdc
export NUM_CORES = 4
export LEC_CHECK = 1
export CORE_UTILIZATION = 40
export SYNTH_HDL_FRONTEND = slang
==> ./design.v <==
package rv32i_pkg;
    typedef enum logic [6:0] {
        LUI     = 7'b0110111,
        AUIPC   = 7'b0010111,
        JAL     = 7'b1101111,
        B       = 7'b1100011,
        LW      = 7'b0000011,
        JALR    = 7'b1100111,
        I       = 7'b0010011,
        SW      = 7'b0100011,
        R       = 7'b0110011,
        SYSTEM  = 7'b1110011
    } rv32i_opcode;
    typedef enum logic [5:0] {
        ADD,
        SUB,
        SLL,
        SLT,
        SLTU,
        XOR,
        SRL,
        SRA,
        OR,
        AND,
        ADDI,
        SLTI,
        SLTIU,
        XORI,
        ORI,
        ANDI,
        BYPASS,
        ALU_JALR,
        NOP,
        INVALID
    } alu_ops;
endpackage
module morv_top (
    input logic clk,
    input logic rst_n,
    output logic [31:0] address,
    output logic [31:0] wdata,
    output logic write,
    output logic [3:0] wstrb,
    input logic [31:0] rdata,
    input logic ready,
    output logic exception
);
    import rv32i_pkg::*;
    parameter [31:0] RESET_VECTOR = 32'b0;
    logic [31:0] pc;
    logic [31:0] ir;
    logic mem_access_en;
    logic [31:0] alu_result;
    assign address = mem_access_en ? alu_result : pc;
    logic [31:0] next_pc;
    always_ff @(posedge clk) begin
        if (!rst_n)
            pc <= RESET_VECTOR;
        else
            pc <= next_pc;
    end
    always_ff @(posedge clk) begin
        ir <= ready ? rdata : ir;
    end
    wire [6:0] opcode = ir[6:0];
    wire [4:0] rd = ir[11:7];
    wire [2:0] funct3 = ir[14:12];
    wire [4:0] rs1 = ir[19:15];
    wire [4:0] rs2 = ir[24:20];
    wire [6:0] funct7 = ir[31:25];
    logic [31:0] imm;
    always_comb begin
        imm = 0;
        case (opcode)
            LUI,
            AUIPC:
                imm = {ir[31:12], 12'b0};
            JAL: begin
                imm[31:21] = {11{ir[31]}};
                imm[20] = ir[31];
                imm[19:12] = ir[19:12];
                imm[11] = ir[20];
                imm[10:1] = ir[30:21];
                imm[0] = 1'b0;
            end
            JALR,
            LW,
            I:
                imm = {{20{ir[31]}}, ir[31:20]};
            B: begin
                imm[31:13] = {20{ir[31]}};
                imm[12] = ir[31];
                imm[11] = ir[7];
                imm[10:5] = ir[30:25];
                imm[4:1] = ir[11:8];
                imm[0] = 1'b0;
            end
            SW: begin
                imm[31:12] = {20{ir[31]}};
                imm[11:5] = ir[31:25];
                imm[4:0] = ir[11:7];
            end
            default: imm = 0;
        endcase
    end
    logic [31:0] xreg [0:31];
    wire [31:0] rs1_data;
    assign rs1_data = rs1 == 5'b0 ? 32'b0 : xreg[rs1];
    wire [31:0] rs2_data;
    assign rs2_data = rs2 == 5'b0 ? 32'b0 : xreg[rs2];
    logic [31:0] xreg_wdata;
    logic [4:0] xreg_rd;
    logic xreg_wren;
    always_ff @(posedge clk) begin
        if (!rst_n)
            for (int i = 0; i < 32; i++) begin
                xreg[i] <= 32'b0;
            end
        else if (rst_n && xreg_wren && (xreg_rd != 5'b0))
            xreg[xreg_rd] <= xreg_wdata;
    end
    wire [31:0] alu_a;
    logic alu_a_sel;
    assign alu_a = alu_a_sel ? rs1_data : pc;
    wire [31:0] alu_b;
    logic alu_b_sel;
    assign alu_b = alu_b_sel ? rs2_data : imm;
    alu_ops alu_op;
    always_comb begin
        alu_a_sel = 0;
        alu_b_sel = 0;
        alu_op = INVALID;
        case (opcode)
            R: begin
                alu_a_sel = 1;
                alu_b_sel = 1;
                case (funct3)
                    3'b000: begin
                        case (funct7)
                            7'b0: alu_op = ADD;
                            7'b0100000: alu_op = SUB;
                            default: alu_op = INVALID;
                        endcase
                    end
                    3'b001: alu_op = SLL;
                    3'b010: alu_op = SLT;
                    3'b011: alu_op = SLTU;
                    3'b100: alu_op = XOR;
                    3'b101: begin
                        case (funct7)
                            7'b0: alu_op = SRL;
                            7'b0100000: alu_op = SRA;
                            default: alu_op = INVALID;
                        endcase
                    end
                    3'b110: alu_op = OR;
                    3'b111: alu_op = AND;
                    default: alu_op = INVALID;
                endcase
            end
            I: begin
                alu_a_sel = 1;
                alu_b_sel = 0;
                case (funct3)
                    3'b000: alu_op = ADDI;
                    3'b001: alu_op = SLL;
                    3'b010: alu_op = SLTI;
                    3'b011: alu_op = SLTIU;
                    3'b100: alu_op = XORI;
                    3'b101: begin
                        case (funct7)
                            7'b0: alu_op = SRL;
                            7'b0100000: alu_op = SRA;
                            default: alu_op = INVALID;
                        endcase
                    end
                    3'b110: alu_op = ORI;
                    3'b111: alu_op = ANDI;
                    default: alu_op = INVALID;
                endcase
            end
            LW, SW: begin
                alu_a_sel = 1;
                alu_b_sel = 0;
                alu_op = ADD;
            end
            AUIPC: begin
                alu_a_sel = 0;
                alu_b_sel = 0;
                alu_op = ADD;
            end
            JAL, B: begin
                alu_a_sel = 0;
                alu_b_sel = 0;
                alu_op = ADD;
            end
            JALR: begin
                alu_a_sel = 1;
                alu_b_sel = 0;
                alu_op = ALU_JALR;
            end
            LUI: begin
                alu_a_sel = 0;
                alu_b_sel = 0;
                alu_op = BYPASS;
            end
            SYSTEM: begin
                alu_a_sel = 0;
                alu_b_sel = 0;
                case (funct3)
                    3'b000:  
                        case (imm[11:0])
                            12'h000: alu_op = INVALID;  
                            12'h001: alu_op = INVALID;  
                            default: alu_op = INVALID;
                        endcase
                    3'b001: alu_op = NOP;  
                    default: alu_op = INVALID;
                endcase
            end
            default: begin
                alu_a_sel = 0;
                alu_b_sel = 0;
                alu_op = INVALID;
            end
        endcase
    end
    always_comb begin
        alu_result = 0;
        case (alu_op)
            ADD, ADDI: alu_result = alu_a + alu_b;
            SUB: alu_result = alu_a - alu_b;
            SLL: alu_result = alu_a << alu_b;
            SLT, SLTI: alu_result = $signed(alu_a) < $signed(alu_b);
            SLTU, SLTIU: alu_result = alu_a < alu_b;
            XOR, XORI: alu_result = alu_a ^ alu_b;
            SRL: alu_result = alu_a >> alu_b;
            SRA: alu_result = alu_a >>> alu_b;
            OR, ORI: alu_result = alu_a | alu_b;
            AND, ANDI: alu_result = alu_a & alu_b;
            ALU_JALR: alu_result = (alu_a + alu_b) & ~(32'b1);
            BYPASS: alu_result = alu_b;
            NOP: alu_result = 0;
            default: alu_result = 0;  
        endcase
    end
    assign exception = alu_op == INVALID;
    always_comb begin
        xreg_wren = 0;
        xreg_rd = rd;
        xreg_wdata = 0;
        case (opcode)
            R, I: begin
                xreg_wren = 1;
                xreg_wdata = alu_result;
            end
            LW: begin
                xreg_wren = 1;
                case (funct3)
                    3'b000: begin  
                        case (alu_result[1:0])
                            2'b00: xreg_wdata = {{24{rdata[7]}}, rdata[7:0]};
                            2'b01: xreg_wdata = {{24{rdata[15]}}, rdata[15:8]};
                            2'b10: xreg_wdata = {{24{rdata[23]}}, rdata[23:16]};
                            2'b11: xreg_wdata = {{24{rdata[31]}}, rdata[31:24]};
                        endcase
                    end
                    3'b001: begin  
                        case (alu_result[1:0])
                            2'b00: xreg_wdata = {{16{rdata[15]}}, rdata[15:0]};
                            2'b10: xreg_wdata = {{16{rdata[31]}}, rdata[31:16]};
                            default: xreg_wdata = 0;  
                        endcase
                    end
                    3'b010: xreg_wdata = rdata;  
                    3'b100: begin  
                        case (alu_result[1:0])
                            2'b00: xreg_wdata = {24'b0, rdata[7:0]};
                            2'b01: xreg_wdata = {24'b0, rdata[15:8]};
                            2'b10: xreg_wdata = {24'b0, rdata[23:16]};
                            2'b11: xreg_wdata = {24'b0, rdata[31:24]};
                        endcase
                    end
                    3'b101: begin  
                        case (alu_result[1:0])
                            2'b00: xreg_wdata = {16'b0, rdata[15:0]};
                            2'b10: xreg_wdata = {16'b0, rdata[31:16]};
                            default: xreg_wdata = 0;  
                        endcase
                    end
                    default: xreg_wdata = 0;
                endcase
            end
            LUI: begin
                xreg_wren = 1;
                xreg_wdata = alu_result;
            end
            AUIPC: begin
                xreg_wren = 1;
                xreg_wdata = alu_result;
            end
            JAL, JALR: begin
                xreg_wren = 1;
                xreg_wdata = pc + 4;
            end
            B, SW, SYSTEM: xreg_wren = 0;
            default: xreg_wren = 0;
        endcase
    end
    always_comb begin
        mem_access_en = 0;
        write = 0;
        wdata = 0;
        wstrb = 0;
        case (opcode)
            LW: begin
                mem_access_en = 1;
                write = 0;
                wdata = 0;  
                wstrb = 0;  
            end
            SW: begin
                mem_access_en = 1;
                write = 1;
                wdata = rs2_data;
                case (funct3)
                    3'b000: wstrb = 4'b0001 << alu_result[1:0];  
                    3'b001: wstrb = 4'b0011 << alu_result[1:0];  
                    3'b010: wstrb = 4'b1111 << alu_result[1:0];  
                    default: wstrb = 4'b0000;
                endcase
            end
            default: begin
                mem_access_en = 0;
                write = 0;
                wdata = 0;  
                wstrb = 0;  
            end
        endcase
    end
    always_comb begin
        next_pc = pc + 4;
        case (opcode)
            JAL, JALR: next_pc = alu_result;
            B: begin
                case (funct3)
                    3'b000: begin  
                        if (rs1_data == rs2_data)
                            next_pc = alu_result;
                        else
                            next_pc = pc + 4;
                    end
                    3'b001: begin  
                        if (rs1_data != rs2_data)
                            next_pc = alu_result;
                        else
                            next_pc = pc + 4;
                    end
                    3'b100: begin  
                        if ($signed(rs1_data) < $signed(rs2_data))
                            next_pc = alu_result;
                        else
                            next_pc = pc + 4;
                    end
                    3'b101: begin  
                        if ($signed(rs1_data) >= $signed(rs2_data))
                            next_pc = alu_result;
                        else
                            next_pc = pc + 4;
                    end
                    3'b110: begin  
                        if (rs1_data < rs2_data)
                            next_pc = alu_result;
                        else
                            next_pc = pc + 4;
                    end
                    3'b111: begin  
                        if (rs1_data >= rs2_data)
                            next_pc = alu_result;
                        else
                            next_pc = pc + 4;
                    end
                endcase
            end
            default: next_pc = pc + 4;
        endcase
    end
endmodule
==> ./constraint.sdc <==
current_design morv_top

set clk_period 46.0
set clk_io_pct 0.2

create_clock -name clk0 -period $clk_period [get_ports {clk}]

set non_clock_inputs [all_inputs -no_clocks]
set_input_delay [expr $clk_period * $clk_io_pct] -clock clk0 $non_clock_inputs
set_output_delay [expr $clk_period * $clk_io_pct] -clock clk0 [all_outputs]
==> ./run.sh <==
#!/bin/bash
# OpenROAD 26Q1-2900-gdf79404cd8, Yosys 0.63+post, stock flow scripts
make -C /OpenROAD-flow-scripts/flow DESIGN_CONFIG=/design/flow/config.mk WORK_HOME=/design/flow/orfs finish
==> impl_metrics.json <==
{
  "outcome": "finished clean",
  "area_growth_pct": 11.8,
  "ant_nets": 0,
  "clock_sinks": 1098,
  "cts_tree": "done",
  "cts_buffers": 109,
  "die_y_um": 416,
  "maxCapViolations": 0,
  "routabilityCongestion": 1.08,
  "min_path_type": "register to register",
  "vias": 57600,
  "root_buffer": "clkbuf_16",
  "r2r_slack_ns": 35.86,
  "hold_depth": 1,
  "setup-tns-final_ns": 0,
  "synth.cell_area_mm2": 0.0687,
  "rsz0062_at_grt": "no",
  "final_area_mm2": 0.0767,
  "min_period_ns": 19.44,
  "skew_ns": 0.0468,
  "p_leak_nw": 26.6,
  "critPathCaptureType": "output pin",
  "clock.latency.late_pin_ns": 0.78,
  "max-vdd-ir-drop_mv": 0.0315,
  "core_mm2": 0.170,
  "r2r-end": "xreg[10][31]$_SDFFCE_PN0P_",
  "io_buffer_count": 104,
  "layout_top_cell": "nor2_1",
  "ys_area_mm2": 0.0687,
  "internal_power_mw": 1.86,
  "synthDistinctLibCells": 96,
  "edf_count": 1056,
  "p_seq_share_pct": 43.3,
  "wirelength_um": 345000,
  "fill_cells": 15200,
  "synthSimpleGateAreaFrac_pct": 13.6,
  "track_usage_pct": 42.5,
  "drive_gt1_share_pct": 18.1,
  "grt_overflow": 0,
  "ios": 105,
  "ff_type": "edfxtp_1",
  "fin_ws_ns": 26.56,
  "grt_pass1_wl_um": 471000,
  "warning_count": 90,
  "post_cts_buffers": 0,
  "grt_start_max_net_pins": 86,
  "hold_buffers": 0,
  "synthArstFlopShare_pct": 0,
  "final_util_pct": 45.2,
  "firstDrtPassIters": 10,
  "slew_headroom_pct": 12.1,
  "synth_cells": 6144,
  "drc": 0,
  "cp.arrival_ns": 10.24,
  "place_inst": 8238,
  "setup_violations": 0,
  "power.total_mw": 2.69,
  "ys_cells": 6144,
  "hold_start": "ir[19]$_DFFE_PP_",
  "layoutNonFillerInstCount": 8451,
  "wl_per_cell_um": 40.9,
  "clkPwrFrac_pct": 35.6,
  "synth.mux.area_fraction_pct": 19.2,
  "dieArea_mm2": 0.173,
  "clk_path_buf_depth": 3,
  "dpl_cell_area_mm2": 0.0730,
  "rows": 151,
  "drv_slew": 0,
  "max_freq_mhz": 51.4,
  "antenna_found_initial": 13,
  "fp_util_pct": 40.4,
  "crit_path_max_fanout": 31,
  "ys_seq_share_pct": 47.4,
  "ys_ff": 1098,
  "htree_levels": 3,
  "pwr-share-comb_pct": 21.1,
  "dp.final_hpwl_um": 239000,
  "dp_slack_ns": 27.46,
  "crit_type": "register to output pin",
  "ys_sh_adder_pct": 2.41,
  "cts_resized": 0,
  "layout_top_cells": "1058 x nor2_1, 1056 x edfxtp_1, 399 x mux4_2",
  "finalHoldViolCount": 0,
  "switching_share_pct": 30.7,
  "first_iter_violations": 5852,
  "startpoint_type": "register",
  "avgViaCountPerCell": 6.81,
  "regArea_mm2": 0.0326,
  "die_w_um": 416,
  "finalClockPeriodUsage_pct": 42.3,
  "ys_sh_aoi_pct": 12.4,
  "clk_pin_slew_worst_paths_ns": 0.07,
  "power.density_mw_per_mm2": 35.0,
  "syn_avg_cell_area_um2": 11.2,
  "netlist_logic_family_top": "multiplexers",
  "cp_data_required_time_ns": 36.80,
  "worst_pin_slew_ns": 1.32,
  "yosysWarnings": 0,
  "ff2ff_path_depth": 29,
  "p_sw_mw": 0.825,
  "first_global_vias": 58900,
  "logic_area_mm2": 0.0337,
  "whs_ns": 0.570,
  "xor_share_pct": 0.497
}
[area by class of cell]
class,count,area share [%]
repair buffers,429,4.59
inverters,111,0.546
diodes,7,0.0228
multi-input cells,4382,43.9
clock buffers,125,3.63
flip-flops and latches,1098,42.5
well taps,2218,3.62
clock inverters,81,1.23
[sequential cells by signal, summed over array words and instances (netlist names), named ones only]
register  count
ir           32
pc           32
xreg       1024
[cells in the mapped netlist (19+ instances only)]
cell,instances,area [um2]
a211oi_1,41,308
a21o_1,32,240
a21oi_1,313,1570
a221oi_1,44,385
a22oi_1,215,1610
a31oi_1,30,188
and2_1,44,275
and3_1,35,219
buf_1,37,139
buf_2,171,856
buf_4,35,263
clkbuf_1,334,1250
dfxtp_1,42,841
edfxtp_1,1056,31700
ha_1,129,1610
inv_1,106,398
mux2_2,55,619
mux2i_1,359,3590
mux4_2,399,8990
nand2_1,370,1390
nand2b_1,26,163
nand3_1,135,676
nand4_1,35,219
nor2_1,1068,4010
nor2b_1,44,275
nor3_1,232,1160
nor3b_1,19,143
nor4_1,21,131
o211ai_1,38,285
o21a_1,24,180
o21ai_0,158,791
o21ai_1,20,100
o221ai_1,37,324
o22ai_1,63,394
o31ai_1,21,158
or3_1,20,125
xor2_1,22,193
[worst max-delay path, stage by stage, from the launching register on]
cell             delay [ns]
dfxtp_4                0.45
buf_4                  0.58
buf_4                  0.68
and2_1                 0.51
buf_4                  0.36
a22oi_1                0.11
and3_1                 0.22
a31oi_1                0.20
and3_1                 0.43
or2_2                  0.22
o21ai_0                0.26
ha_1                   0.59
nor4_1                 0.77
o21ai_0                0.52
a41oi_1                0.38
o21ai_0                0.26
o311ai_0               0.82
a41oi_1                0.28
o21ai_0                0.27
xor2_1                 0.10
o211a_1                0.26
a21oi_1                0.52
clkdlybuf4s50_1        0.59
[logic make-up (layout without fill, tap and decap cells)]
kind of cell,after synthesis,in the layout
muxes,813,813
other,1,39
and+or+nand+nor,2121,2121
adders and majority gates,131,131
AOI/OAI and AO/OA,1246,1246
buffers and inverters,695,746
xor gates and xnor gates,39,39
DFF,1098,1098
[layer usage]
| metal | track usage, % | vias up | wire length (um) | part of all wire (%) |
|---|---|---|---|---|
| li1 | - | 23400 | - | - |
| met1 | 44.1 | 27800 | 101000 | 29 |
| met2 | 59.5 | 4885 | 149000 | 43 |
| met3 | 27.8 | 1355 | 56400 | 16 |
| met4 | 33.2 | 53 | 37400 | 11 |
| met5 | 9.75 | - | 1910 | 0.55 |
[power groups by stage]
stage | Combinational (mW) | Sequential, mW | Clock (mW)
CTS | 0.540 | 1.16 | 0.959
global route | 0.578 | 1.17 | 0.990
finish | 0.567 | 1.16 | 0.957
[worst max-delay path by stage]
| stage | startpoint | endpoint | slack (ns) | cells after the start |
|---|---|---|---|---|
| CTS | register | address[31] | 26.62 | 21 |
| global route | register | address[31] | 26.17 | 25 |
| finish | register | address[31] | 26.56 | 22 |
No activity file was given, so power comes from the tool's default toggle rates.
